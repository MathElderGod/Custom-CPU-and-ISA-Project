## flow/design.v

```verilog
module alu(
            input[2:0]          instruction,            
            input signed[7:0]   input1, input2,	        
            output logic[7:0]   result,
            output logic        zero                    
);
    localparam xorIns  = 3'b000;
    localparam beqIns  = 3'b001;
    localparam addiIns = 3'b010;
    localparam andiIns = 3'b011;
    localparam lsIns  = 3'b100;
    localparam ldIns = 3'b101;
    localparam stIns = 3'b110;
    localparam jIns = 3'b111;
    always_comb begin
        case(instruction)
            xorIns: begin
                result = input1 ^ input2;
                zero = 'b0;
            end
            beqIns: begin
                result = (input1 == input2) ? 8'b00000000: 8'b00000001;
                zero = !result;
            end
            addiIns: begin
                result = input1 + input2;
                zero = 'b0;
            end
            andiIns: begin
                result = input1 & input2;
                zero = 'b0;
            end
            lsIns: begin
                zero = 'b0;
                case(input2[2:0])  
                    3'b001: result = input1 >> 1;     
                    3'b010: result = input1 >> 2;     
                    3'b011: result = input1 >> 3;     
                    3'b101: result = input1 << 3;     
                    3'b110: result = input1 << 2;     
                    3'b111: result = input1 << 1;     
                    default:
                        result = input1;     
                endcase
            end
            stIns: begin
                result = input1;
                zero = 'b0;
            end
            default: begin
                result = 8'b11111111;
                zero = 'b0;
            end
        endcase
    end
endmodule
```

## flow/run.sh

```bash
#!/bin/bash
# OpenROAD 26Q1-2900-gdf79404cd8, Yosys 0.63+post, stock flow scripts
make -C /OpenROAD-flow-scripts/flow DESIGN_CONFIG=/design/flow/config.mk WORK_HOME=/design/flow/orfs finish
```

## flow/config.mk

```make
export PLATFORM = sky130hd
export DESIGN_NAME = alu
export DESIGN_NICKNAME = alu
export VERILOG_FILES = /design/flow/design.v
export SDC_FILE = /design/flow/constraint.sdc
export NUM_CORES = 4
export LEC_CHECK = 1
export CORE_AREA = 10 10 78 78
export DIE_AREA = 0 0 88 88
```

## flow/constraint.sdc

```tcl
current_design alu

set clk_period 6.8
set clk_io_pct 0.2

create_clock -name clk0 -period $clk_period

set non_clock_inputs [all_inputs -no_clocks]
set_input_delay [expr $clk_period * $clk_io_pct] -clock clk0 $non_clock_inputs
set_output_delay [expr $clk_period * $clk_io_pct] -clock clk0 [all_outputs]
```

==> results.json <==
{
  "overflow": 0,
  "power_frac_comb_pct": 100.0,
  "syn2layout_area_growth_pct": 27.7,
  "grt_max_degree": 26,
  "ioPinCount": 28,
  "cp-startpoint": "input2[2]",
  "p_clk_share_pct": 0,
  "cp.buffers_inverters": 2,
  "clock_buffers": 0,
  "grt_util_all_layers_pct": 8.92,
  "powerDensity_nw_per_um2": 72.3,
  "totalWireLength_um": 3530,
  "p_int_uw": 50.1,
  "hold_violations": 0,
  "nFlopsAndLatches": 0,
  "critPathCapture": "result[6]",
  "post_cts_buffers": 0,
  "wl_per_cell_um": 15.5,
  "crit_path_max_incr_delay_ns": 0.86,
  "cp_cell_sequence": "clkdlybuf4s50_1 > ha_1 > a211oi_2 > nor2_1 > or4b_1 > a21oi_1 > a2111o_1 > clkdlybuf4s50_1",
  "synth_area_per_cell_sq_um": 6.75,
  "holdWs_ns": 3.93,
  "drt_iter0_drc": 162,
  "tightest_slew_ns": 0.751,
  "post_cts_resize_count": 0,
  "io_buffers": 28,
  "power_switching_uw": 48.4,
  "worst_setup_path_end_kind": "output port",
  "diodes": 0,
  "path_depth": 8,
  "setup_viol": 0,
  "period_used_pct": 82.1,
  "seq_area_sq_um": 0,
  "cp.required_ns": 5.44,
  "status": "completed",
  "slew-limit-headroom_pct": 49.8,
  "yosysWarnings": 1,
  "dr_total_vias": 1284,
  "cts_hold_buffers": 0,
  "peakVddDrop_uv": 16.4,
  "dieArea_sq_um": 7740,
  "syn_inst": 158,
  "cpMostUsedCell": "clkdlybuf4s50_1",
  "rsz0062_at_grt": "false",
  "hpwlAfterDp_um": 2730,
  "slew_violations": 0,
  "period_minus_slack_ns": 5.59,
  "seqPwrFrac_pct": 0,
  "crit_type": "in -> out",
  "p_sw_share_pct": 49.1,
  "antenna_found_initial": 0,
  "route.antenna.remaining_nets": 0,
  "warnings": 32,
  "ys_seq_share_pct": 0,
  "gp_congestion": 0.873,
  "crit_arrival_ns": 4.23,
  "crit_fanout": 18,
  "grt_pass1_vias": 1149,
  "cap_violations": 0,
  "viasPerCell": 5.63,
  "core_sq_um": 4410,
  "setup_tns_ns": 0,
  "p_leak_uw": 0.000547,
  "die_x_um": 88,
  "yosys_area_sq_um": 1070,
  "cp_slowest_cell": "clkdlybuf4s50_1",
  "cp_top_family": "buffers and inverters",
  "yosysUniqueCellTypes": 44,
  "grt_pass1_wl_um": 5830,
  "die_y_um": 88,
  "drc": 0,
  "ys_cells": 158,
  "hold_class": "in -> out",
  "cp-start-kind": "primary input",
  "max_freq_mhz": 179,
  "layout-drive-gt1-share_pct": 3.98,
  "netlist_area_sq_um": 1070,
  "fp_util_pct": 24.2,
  "rows": 24,
  "drt-pass1-iter-count": 4
}
[worst min-delay path by stage]
stage             start        end  slack [ns]  cells after the start
finish        input1[6]  result[6]        3.93                      3
CTS           input1[6]  result[6]        3.95                      3
global route  input1[6]  result[6]        4.00                      3
[worst min-delay path: stages]
cell             delay [ns]
clkdlybuf4s50_1        0.57
a2111o_1               0.17
clkdlybuf4s50_1        0.46
[cells in the final DEF, fill, tap and decap left out, types with 2 or more instances in the layout]
cell type | Yosys | layout
a21oi_1 | 13 | 13
a21o_1 | 4 | 4
nand2_1 | 11 | 11
o211a_1 | 2 | 2
nor2b_1 | 4 | 4
a211oi_1 | 6 | 6
nor3b_1 | 2 | 2
mux2i_1 | 9 | 9
and3_1 | 4 | 4
nand3b_1 | 2 | 2
mux2_2 | 3 | 3
clkdlybuf4s50_1 | 0 | 28
a32oi_1 | 3 | 3
o21ai_0 | 15 | 15
inv_1 | 6 | 6
buf_4 | 2 | 2
nand3_1 | 5 | 5
o41ai_1 | 2 | 2
a222oi_1 | 3 | 3
nand2b_1 | 4 | 4
nor3_1 | 2 | 2
ha_1 | 8 | 8
nor4_1 | 3 | 3
a2bb2oi_1 | 2 | 2
o311ai_0 | 3 | 3
nor2_1 | 14 | 14
o31ai_1 | 2 | 2
[layer usage]
| metal | global-route usage [%] | share of wire (%) | vias up |
|---|---|---|---|
| li1 | - | - | 656 |
| met1 | 12.9 | 45 | 600 |
| met2 | 14.9 | 50 | 28 |
| met3 | 0.748 | 4.4 | 0 |
| met4 | 0 | 0 | 0 |
| met5 | 0 | 0 | - |
[cell usage after synthesis (2+ instances only)]
master     number  area (sq um)
nand3_1         5          25.0
nand2_1        11          41.3
clkbuf_1        5          18.8
and3_1          4          25.0
mux2i_1         9          90.1
inv_1           6          22.5
o31ai_1         2          15.0
mux2_2          3          33.8
nor3_1          2          10.0
nor3b_1         2          15.0
buf_4           2          15.0
nand2b_1        4          25.0
a222oi_1        3          30.0
a2bb2oi_1       2          17.5
o211a_1         2          20.0
ha_1            8           100
o41ai_1         2          17.5
o21ai_0        15          75.1
nor4_1          3          18.8
o311ai_0        3          26.3
nor2_1         14          52.6
nand3b_1        2          15.0
nor2b_1         4          25.0
buf_2           3          15.0
a21oi_1        13          65.1
a32oi_1         3          26.3
a21o_1          4          30.0
a211oi_1        6          45.0
[logic make-up after synthesis]
| kind of cell | Yosys count | share of synthesized area (%) |
|---|---|---|
| fa+ha+maj | 9 | 11.3 |
| mux | 12 | 11.6 |
| simple gates | 54 | 26.0 |
| xor+xnor | 1 | 0.821 |
| compound gates | 64 | 42.1 |
| buf+inv | 18 | 8.21 |
[power by group through the flow]
| stage | combinational (uW) | clock (uW) | sequential (uW) |
|---|---|---|---|
| CTS | 98.9 | 0 | 0 |
| global route | 110 | 0 | 0 |
| finish | 98.5 | 0 | 0 |
[final cells by class]
type,instances,area (sq um)
fillers,483,3050
inverters,6,22.5
multi-input cells,140,980
well taps,52,65.1
repair buffers,30,295
[per-stage QoR]
stage	setup slack, ns	power, uW	cell area, sq um	std cells	util, %
after floorplan	2.50	59.4	1070	158	-
after global placement	1.25	98.6	1360	228	30.9
after detailed placement	1.21	98.5	1360	228	30.9
after CTS	1.20	98.9	1360	228	30.9
after global routing	1.03	110	1360	228	30.9
final	1.21	98.5	1360	228	30.9
Power figures rest on the tool's default switching activity, not on a simulated workload.
