===== ./design.v =====
module pc #(parameter D=10)(
                            input                 reset,          
                                                  start,
                                                  clk,
                                                  jumpEn,      
                            input        [D-1:0]  target,        
                            input        [2:0]    instruction,
                            output logic [D-1:0]  programCounter
);
  always_ff @(posedge clk)
    if (reset || start)
      programCounter <= 'b0;
    else if (jumpEn && (instruction == 3'b111))
        if(target == 63) begin
            programCounter <= 237;
        end else if(target == 62) begin
            programCounter <= 285;
        end else if(target == 61) begin
            programCounter <= programCounter - 3;
        end else if(target == 60) begin
            programCounter <= programCounter + 2;
        end else if(target == 59) begin
            programCounter <= programCounter + 8;
        end else if(target == 58) begin
            programCounter <= 96;
        end else if(target == 57) begin
            programCounter <= programCounter + 3;
        end else if(target == 56) begin
            programCounter <= 101;
        end else begin
            programCounter <= target;
        end
    else if (jumpEn && (instruction == 3'b001))
      programCounter <= programCounter + target;
    else
      programCounter <= programCounter + 'b1;
endmodule

===== ./run.sh =====
#!/bin/bash
# OpenROAD 26Q1-2900-gdf79404cd8, Yosys 0.63+post, stock flow scripts
make -C /OpenROAD-flow-scripts/flow DESIGN_CONFIG=/design/flow/config.mk WORK_HOME=/design/flow/orfs finish

===== ./config.mk =====
export PLATFORM = sky130hd
export DESIGN_NAME = pc
export DESIGN_NICKNAME = pc
export VERILOG_FILES = /design/flow/design.v
export SDC_FILE = /design/flow/constraint.sdc
export NUM_CORES = 4
export LEC_CHECK = 1
export CORE_UTILIZATION = 30

===== ./constraint.sdc =====
current_design pc

set clk_period 6.0
set clk_io_pct 0.2

create_clock -name clk0 -period $clk_period [get_ports {clk}]

set non_clock_inputs [all_inputs -no_clocks]
set_input_delay [expr $clk_period * $clk_io_pct] -clock clk0 $non_clock_inputs
set_output_delay [expr $clk_period * $clk_io_pct] -clock clk0 [all_outputs]

==> job_summary.md <==
### Metrics collected by this job

| Metric | Value |
|---|---|
| Setup repair after global routing missed its margin | false |
| Drt first-iter violations | 153 |
| Number of synthesized flops with an enable pin | 0 |
| Antenna violations before repair | 0 |
| Post-placement setup slack | 1.63 ns |
| Critical Path End Type | register |
| Synth flops | 10 |
| Clk sinks | 10 |
| Last weighted congestion value of the routability-driven placer | 0.952 |
| Class of the tightest hold or removal check | reg2reg |
| Pins over their slew limit | 0 |
| Layout Skew | 0.00171 ns |
| Distinct lib cells used | 58 |
| Post-CTS setup-driven buffer insertion count | 0 |
| Share of post-route cells with drive strength above 1 | 3.45% |
| Clock-pin slew on the worst setup and hold paths | 0.05 ns |
| Launch point of the worst reg-to-reg path | programCounter[2] |
| Largest registers | programCounter x10 |
| Max rail drop VDD | 0.0000727 V |
| Critical-path maximum fanout | 9 |
| CP Data Arrival Time | 4.41 ns |
| Chip Area | 0.00632 sq mm |
| Vertical extent of the die | 79.5 um |
| Sink of the worst hold path | programCounter[0] |
| Floorplan row count | 27 |
| Post-Syn Area | 0.00180 sq mm |
| GR Layer Usage met1 | 28.7% |
| Number of maximum-capacitance constraint violations | 0 |
| Chip area from the yosys synthesis statistics | 0.00180 sq mm |
| Worst stage delay on the critical path | 0.76 ns |
| Status | finished clean |
| Number of buffers added by the clock tree synthesis step | 3 |
| Core Footprint | 0.00564 sq mm |
| Final cycle utilization of the critical path | 70.7% |
| Cell count in the Yosys report | 243 |
| Most used cell, CP | nand2_1 |
| Longest Clk Path Bufs | 2 |
| Remaining routing DRC violations | 0 |
| Number of flip-flops under the largest register name | 10 |
| Critical Path, Cell by Cell | clkdlybuf4s50_1 -> nand2_1 -> nor3_1 -> nand2_1 -> ha_1 -> fa_1 -> a21oi_1 -> o22ai_1 -> o41ai_1 -> xnor2_1 -> nand2_1 -> a31oi_1 |
| Average cell area after synthesis | 7.41 sq um |
| Share of synthesized registers carrying an async set or reset | 0% |
| Category of the most critical setup path | in2reg |
| # port buffers | 26 |
| Post-route core utilization | 37.0% |
| Actual slew at the worst max-slew pin | 0.986 ns |
| Post-layout minimum cycle time | 4.24 ns |
| Layer with the highest usage after global routing | met1 |
| Yosys warnings | 1 |
| Setup TNS Final | 0 ns |
| Number of buffers inserted for hold repair after clock tree synthesis | 0 |
| Largest reg by FF count | programCounter |
| Dpl hpwl | 4.16 mm |
| Drt pass-1 iters | 4 |
| Count of antenna diodes in the layout | 0 |
| Final count of negative-setup-slack endpoints | 0 |
| Hold path start | programCounter[0] |
| Worst reg-to-reg setup slack | 3.66 ns |
| Met2 track demand over resource in global routing | 27.2% |
| Seq/Total Area, Yosys | 11.1% |
| Number of global-route vias before repair | 1718 |
| Clock latency of the later-clocked register in the worst-skew pair | 0.23 ns |
| Cell depth of the worst min-delay path | 2 |
| Number of failing hold endpoints at the final stage | 0 |
| Sum of routed wire length over all layers | 5.32 mm |
| Vias per cell | 5.62 |
| Leakage dissipation | 0.752 nW |
| Width of the die | 79.5 um |
| Fp util | 31.9% |
| Type of element launching the critical path | primary input |
| Data required time of the worst path | 6.16 ns |
| Combined global-route utilization of all metal layers | 18.0% |
| Post-detailed-placement cell area | 0.00205 sq mm |
| Log Warnings | 30 |
| PD cells | 101 mW/mm^2 |
| Top FF cell, synth | dfxtp_1 |
| GRT Residual Overflow | 0 |
| # IOs | 27 |
| Area growth from synthesis to final layout | 16.0% |
| PostCTS Resize Cnt | 0 |
| Clock root buffer master | clkbuf_8 |
| DRT antenna net count | 0 |
| Post-detailed-route wirelength per cell | 16.0 um |
| TritonCTS clock tree | built |
| Slowest cell on the critical path | nor3_1 |
| Global routing met3 resource utilization | 2.20% |
| Number of standard cells after synthesis | 243 |
| Highest clock rate | 0.236 GHz |
| H-Tree Level Count | 1 |
| First-pass GRT wire length | 8.76 mm |
| Largest net degree at the start of global routing | 20 |
| Cell count of the worst reg-to-reg path | 8 |
| Via count of the routed design | 1873 |
| Final design area excluding fillers | 0.00209 sq mm |
| Critical register-to-register path endpoint | programCounter[5] |
| Final setup margin | 1.76 ns |
| Max transition margin | 33.8% |
[stage by stage]
step                      hold WS, ns  instances  total power, mW
final                           0.749        333            0.211
after detailed placement        0.735        330            0.141
after global placement          0.718        330            0.142
after global routing            0.781        333            0.224
after floorplan                 0.629        243            0.115
after CTS                       0.755        333            0.212
[routing by layer]
layer | vias to the layer above | part of all wire, %
met3 | 2 | 7.2
met1 | 869 | 50
met2 | 69 | 42
met4 | 0 | 0.36
li1 | 933 | -
met5 | - | 0
[cell type report]
class	instances	area [sq um]
multi-input combinational	210	1450
fill	598	3550
inverter	11	41.3
clock buffer	3	41.3
timing repair buffer	27	268
tap	72	90.1
sequential	10	200
[how the worst max path moves through the flow]
stage	start	end	slack, ns	cells after the start
CTS	instruction[0]	programCounter[8]	1.87	12
global route	jumpEn	programCounter[8]	1.58	12
finish	instruction[0]	programCounter[8]	1.76	12
[synth_stat cells, types with 4 or more instances]
cell type  count  share of area (%)
nand2_1       25                5.2
a21oi_1       20                5.6
xnor2_1       20                9.7
nor2_1        18                3.8
ha_1          17                 12
o21ai_0       17                4.7
dfxtp_1       10                 11
inv_1          9                1.9
and2_1         8                2.8
xor2_1         8                3.9
nor3_1         6                1.7
nor4_1         6                2.1
clkbuf_8       5                3.8
nand3_1        5                1.4
clkbuf_1       4               0.83
nand2b_1       4                1.4
nand3b_1       4                1.7
o211ai_1       4                1.7
[critical path: cells and delay by family]
kind | cells | cell delay [ns]
adder cells (fa/ha/maj) | 2 | 0.66
AND-OR/OR-AND | 4 | 0.85
buffers and inverters | 1 | 0.48
AND/OR/NAND/NOR | 4 | 1.05
XOR/XNOR | 1 | 0.16
[report_power, final]
part	switching [mW]	internal (mW)
combinational	0.0346	0.0316
clock	0.0262	0.0440
sequential	0.00584	0.0685
[cells by family after synthesis]
family | count (synthesis) | synth area share [%]
and+or+nand+nor | 89 | 25.8
AOI/OAI and AO/OA | 75 | 28.1
xor gates and xnor gates | 28 | 13.6
buffers and inverters | 23 | 8.48
adders and majority gates | 18 | 12.9
DFF | 10 | 11.1
[placed cells by master (no fill, tap or decap), types with 6 or more instances in the layout]
cell             netlist  layout
nor3_1                 6       6
clkdlybuf4s50_1        0      26
dfxtp_1               10      10
xnor2_1               20      20
and2_1                 8       8
ha_1                  17      17
nor2_1                18      18
nand2_1               25      25
inv_1                  9       9
nor4_1                 6       6
xor2_1                 8       8
o21ai_0               17      17
a21oi_1               20      20
Power figures rest on the tool's default switching activity, not on a simulated workload.
